==> design/flow/design.v <==
module boothmulti #(
    parameter INPUT_WIDTH = 6 ,
    parameter INTERNAL_WIDTH = 14,
    parameter OUTPUT_WIDTH = 12
  )(
    input clk, rst, enP,
    input [(INPUT_WIDTH-1):0] multiplicand, multiplier,
    output wire [(OUTPUT_WIDTH-1):0] product
  ); 
  reg signed [INPUT_WIDTH:0] reg_A, reg_S ; 
  reg signed [(INTERNAL_WIDTH-1):0] reg_P;
  wire signed [(INPUT_WIDTH-1):0] complement2_A;
  wire signed [INPUT_WIDTH:0] sum, s_double, a_double, mux_input;
  wire signed [(INTERNAL_WIDTH-1):0]  mux_op ;
  wire en_Op;
  assign complement2_A = ~(multiplicand) + 6'd1;
  assign s_double = reg_S <<< 1'b1;  
  assign a_double = reg_A <<< 1'd1;  
  assign mux_input = (reg_P[2]) ? ((reg_P[1] ^ reg_P[0]) ? reg_S : s_double) 
                                  : ((reg_P[1] ^ reg_P[0]) ? reg_A : a_double);
  assign sum = mux_input + reg_P[(INTERNAL_WIDTH-1):7];
  assign en_Op = (reg_P[2] & ~reg_P[1]) | (~reg_P[2] & reg_P[0]) | (reg_P[1] & ~reg_P[0]);
  assign mux_op = (en_Op) ? {sum,reg_P[6:0]} : reg_P;
  always @(posedge clk) begin
    if (rst) begin
      reg_A <= {multiplicand[5], multiplicand};  
      reg_S <= {complement2_A[5], complement2_A};
    end
  end
  always @(posedge clk) begin
    if (rst)
        reg_P <= {7'd0,multiplier,1'b0};      
    else if (enP)
      reg_P <= mux_op >>> 2'b10;  
  end
  assign product = reg_P[OUTPUT_WIDTH:1];
endmodule
==> design/flow/constraint.sdc <==
current_design boothmulti

set clk_period 4.4
set clk_io_pct 0.2

create_clock -name clk0 -period $clk_period [get_ports {clk}]

set non_clock_inputs [all_inputs -no_clocks]
set_input_delay [expr $clk_period * $clk_io_pct] -clock clk0 $non_clock_inputs
set_output_delay [expr $clk_period * $clk_io_pct] -clock clk0 [all_outputs]
==> design/flow/run.sh <==
#!/bin/bash
# OpenROAD 26Q1-2900-gdf79404cd8, Yosys 0.63+post, stock flow scripts
make -C /OpenROAD-flow-scripts/flow DESIGN_CONFIG=/design/flow/config.mk WORK_HOME=/design/flow/orfs finish
==> design/flow/config.mk <==
export PLATFORM = sky130hd
export DESIGN_NAME = boothmulti
export DESIGN_NICKNAME = boothmulti
export VERILOG_FILES = /design/flow/design.v
export SDC_FILE = /design/flow/constraint.sdc
export NUM_CORES = 4
export LEC_CHECK = 1
export CORE_AREA = 10 10 95 95
export DIE_AREA = 0 0 105 105
==> Changelog: implementation <==
### Physical design

- Die X-Extent: 105 µm
- Slowest stage delay, CP: 0.42 ns
- Commonest cells in the netlist: 17 x edfxtp_1, 10 x nor2_1, 9 x ha_1
- Distinct cell type count after synthesis: 35
- Pwr per Cell Area: 326.2 nW/µm²
- Worst Skew: 0.002840 ns
- Chip area: approximately 11,000 µm²
- Reg clk slew, reported paths: 0.08 ns
- Initial antenna violation count: 0
- RSZ-0062 raised after global routing: no
- Final Hold Viols: 0
- Drt total wl: between 2000 and 3000 µm
- Core area: 6907 µm²
- Root Driver: clkbuf_8
- Max Freq: 368.7 MHz
- Reg2Reg Setup Slack: 1.69 ns
- Mapped Area: 1438 µm²
- Largest net degree at the start of global routing: 19
- Flip-flops with a built-in enable: 17
- # diodes: 0
- Ys flops: 23
- Clock Sinks: 23
- Layout cells sized above 1: 0.08219
- Combinational fraction of design power: 0.308
- Peak supply drop: roughly 0.00015 V
- OpenROAD warning count: 26
- Crit end category: flip-flop
- Final Setup Violations: 0
- HP Class: flip-flop to flip-flop
- Post-DP HPWL: 2271 µm
- Most numerous cell in the Yosys netlist: edfxtp_1
- Starting DRT DRC Count: 41
- Vias: 965
- Outcome: completed
- Internal power: about 0.00042 W
- Fin crit period: 2.713 ns
- Crit path DRT: 4.55 ns
- Synth top area share: 0.3551
- Clock power frac: 0.219
- WS Path Type: flip-flop to flip-flop
- PortBufs: 26
- Avg Synthesized Cell Area: 11.41 µm²
- Antenna Violating Nets Remaining: 0
- CTS Hold Buffers Added: 0
- Final core utilization: 0.2601
- Clk buf depth: 2
- Pins Over Slew Limit: 0
- Max_cap viols: 0
- Main flop type: edfxtp_1
- Die height: 105 µm
- Initial core utilization: 0.2082
- Crit path DAT: 2.87 ns
- First-pass GRT wire length: 4830 µm
- Area post-placement: 1750 µm²
- Vias per cell: 3.988
- GP Congestion: 0.8893
- Area delta synth->final: 24.98%
- Critical path peak fanout: 8
- Cycle use final: 0.6165
- Routed WL per cell: 11.87 µm
- Leakage: 0.6732 nW
- Synth Seq Share: 0.4386
- Drt pass-1 iters: 4
- Final instance area: 1797 µm²
- Post-Syn Instances: 126
- Yosys Warn Count: 1
- Switching portion of total power: 0.2766
- Crit path max-delay cell type: edfxtp_1
- Number of global-route vias before repair: 988
- CP cell instances: ha_1, o21ai_0, inv_1, fa_1, nand2b_1, a21oi_1, o22ai_1, mux2i_1, mux2_1
- Gr ovfl total: 0
- P_sw: 0.0001622 W
- Worst setup SP type: flip-flop
- Ys cells: 126
- Total Routing Usage GR: 0.05186
- Register share of total power: 0.473
- Latency at later pin: 0.26 ns
- Total Neg Setup Slack: 0 ns
- Total CTS buffers: 3
- Cell row count: 30
- Post-CTS resize count: 0
- Synth area leader: edfxtp_1
- YS chip area: 1438 µm²
- TritonCTS clock tree: built
- I/O Pins: 27
- DRC viols: 0
- Post-synth area hogs: edfxtp_1 36%, dfxtp_1 8.4%, ha_1 7.8%
- Worst-Margin Slew: approximately 0.7 ns
- Rel. slew slack: 0.5186
- Post-synth ARST share: 0
- Post-CTS setup buffers: 0
- Htree depth: 1
==> through the flow <==
stage	cells	hold WS, ns	worst slack (ns)	power, W
2_1_floorplan	126	0.4768	1.844	0.0004038
3_3_place_gp	238	0.5049	1.735	0.0004643
6_report	242	0.5275	1.687	0.0005862
5_1_grt	242	0.5525	1.465	0.0006293
3_5_place_dp	238	0.5192	1.707	0.0004649
4_1_cts	242	0.5310	1.663	0.0005972
==> cell families (layout without fill, tap and decap cells) <==
group                    Yosys count  after routing  synth area share
XOR/XNOR                           5              5           0.03046
multiplexers                      12             12            0.1236
AND/OR/NAND/NOR                   32             32            0.1149
flip-flops                        23             23            0.4386
adder cells (fa/ha/maj)           10             10           0.09226
AND-OR/OR-AND                     27             27            0.1323
buffers and inverters             17             37           0.06788
==> cell usage in the layout (no fill, tap or decap) <==
cell type | synthesis | final
xor2_1 | 1 | 1
a22o_1 | 6 | 6
inv_1 | 6 | 6
nand2_1 | 5 | 5
a311oi_1 | 1 | 1
mux2_1 | 1 | 1
xnor2_1 | 4 | 4
nor3_1 | 2 | 2
mux2_2 | 2 | 2
or3b_1 | 1 | 1
nor2b_1 | 5 | 5
nand2b_1 | 2 | 2
clkdlybuf4s50_1 | 0 | 26
a21oi_4 | 1 | 1
nor2_1 | 10 | 10
clkinv_2 | 0 | 1
o22ai_1 | 1 | 1
mux2i_1 | 5 | 5
dfxtp_1 | 6 | 6
a21o_1 | 2 | 2
mux4_1 | 3 | 3
a21oi_1 | 6 | 6
o21ai_0 | 5 | 5
edfxtp_1 | 17 | 17
and2b_1 | 1 | 1
a31oi_1 | 1 | 1
or2_4 | 1 | 1
nor3b_1 | 1 | 1
or2_2 | 2 | 2
clkbuf_8 | 0 | 3
a211oi_1 | 4 | 4
buf_4 | 7 | 1
fa_1 | 1 | 1
nand3_1 | 2 | 2
mux2_4 | 1 | 1
ha_1 | 9 | 9
==> registers in the layout, indices dropped and copies added (netlist names) <==
signal,flops
reg_P,12
reg_S,6
reg_A,5
==> final cells by class <==
type	count	area (µm²)
Timing Repair Buffer	27	267.8
Sequential cell	23	630.6
Fill cell	742	5110
Clock inverter	1	5.005
Tap cell	96	120.1
Clock buffer	3	41.29
Multi-Input combinational cell	86	709.4
Inverter	6	22.52
==> layer usage <==
| metal | vias to the layer above | part of all wire | track usage |
|---|---|---|---|
| met5 | - | 0 | 0 |
| met4 | 0 | 0.0042 | 0.001961 |
| met3 | 2 | 0.060 | 0.01677 |
| met2 | 29 | 0.41 | 0.07651 |
| met1 | 437 | 0.53 | 0.07659 |
| li1 | 497 | - | - |
==> worst max-delay path: cells and delay by family (launching register included) <==
kind	cells	cell delay [ns]
simple gates	1	0.16
buf+inv	1	0.10
fa+ha+maj	2	0.84
flops	1	0.42
mux	2	0.49
compound gates	3	0.59
==> power by group through the flow <==
stage | registers [W] | logic, W | clock network [W]
finish | 0.000277 | 0.000181 | 0.000128
CTS | 0.000278 | 0.000183 | 0.000136
global route | 0.000281 | 0.000208 | 0.000141
==> path summary, 6_finish.rpt <==
check	from	cells past startpoint	to
worst max register to register	reg_P[1]	9	reg_P[11]
worst max-delay path	reg_P[1]	9	reg_P[11]
worst min register to register	reg_P[7]	2	reg_P[7]
worst min-delay path	reg_P[7]	2	reg_P[7]
Power is estimated from default activity; no workload was simulated.
